===== design/flow/design.v =====
module ADS_FREQ(
	input clk,  
	input reset,
	output reg mod_clk  
);
	reg [10:0] counter;  
	always@(posedge clk)begin  
		if(reset)begin
			mod_clk <= 1'b0;
			counter <= 11'd0;
		end
		else if(counter==11'd1110)begin
			counter <= 11'd1;
			mod_clk <= ~mod_clk;
		end
		else
			counter <= counter + 1'b1;
	end
endmodule
module I2C_ADS1115(  
	input clk,
	input start,
	input wire reset,
	inout wire SDA,
	output SCL,
	output wire [3:0] state_checkw  
);
	wire mod_clkw;  
	ADS_FREQ ADSFInst(
		.clk(clk),  
		.reset(reset),
		.mod_clk(mod_clkw)  
	);
	I2C_MASTER I2CMInst(
		.clk(clk),
		.mod_clk(mod_clkw),
		.start(start),
		.reset(reset),
		.SDA(SDA),
		.SCL(SCL),
		.state_check(state_checkw)
	);
endmodule
module I2C_MASTER(
	input clk,
	input mod_clk,
	input start,
	input reset,
	inout SDA,
	output reg SCL,
	output wire [3:0] state_check  
);
	parameter INITIAL=4'd0,			     	 	
		  START=4'd1,
		  TARGET_ADDRESS=4'd2, 	
		  TARGET_ACK=4'd3,
		  ADDRESS_POINT_REG=4'd4,
		  CONFIG_REGISTER=4'd5,
		  CONVERSION_REG=4'd6,
		  MASTER_ACK=4'd7,
		  STOP=4'd8,	
		  ERROR=4'd9;
	reg [3:0] state, next_state;
	reg [7:0] slave_address;
	reg [15:0] register_config;  
	reg mod_clk0; 
	reg [1:0] APR_count;  
	reg [1:0] byte_count;  
	reg [2:0] mclk_counter;  
	reg [3:0] bit_counter; 
	reg MSDA;  
	reg CR_flag;  
	reg read_notwrite;  
	reg R_ADDR_Pointer;  
	assign state_check = next_state;
	assign SDA = (state==TARGET_ACK || state==CONVERSION_REG)?1'bz: MSDA;
	always@(posedge clk)begin
		mod_clk0 <= mod_clk;
	end
	always@(posedge clk)begin  
		if(reset)
			state <= INITIAL;
		else if(mod_clk && ~mod_clk0)  
			state <= next_state;
	end
	always@(*)begin  
		case(state)
			INITIAL: 		 next_state = (start)? START:
								       state;
			START: 		 	 next_state = (mclk_counter==3'd6)? TARGET_ADDRESS: 
										    state;
			TARGET_ADDRESS: 	 next_state = (mclk_counter==3'd6 && bit_counter==4'd8)? TARGET_ACK: 
													 state;
			TARGET_ACK:		 next_state = (mclk_counter==3'd6 && (APR_count==0 ||(APR_count==2'd1 && CR_flag && byte_count==2'd0)))? ADDRESS_POINT_REG:
							      (mclk_counter==3'd6 && ~read_notwrite && (byte_count==2'd2 || APR_count==2'd2))?		 STOP:
							      (mclk_counter==3'd6 && ((APR_count==2'd1 && ~CR_flag) || byte_count==2'd1))?		 CONFIG_REGISTER:
							      (mclk_counter==3'd6 && read_notwrite)?							 CONVERSION_REG: 
							      (mclk_counter==3'd6 && MSDA)?								 ERROR:
							      												 state;
			ADDRESS_POINT_REG:       next_state = (mclk_counter==3'd6 && bit_counter==4'd8)? TARGET_ACK: 
													 state;
			CONFIG_REGISTER:	 next_state = (mclk_counter==3'd6 && bit_counter==4'd8)? TARGET_ACK: 
													 state; 
			CONVERSION_REG:	         next_state = (mclk_counter==3'd6 && bit_counter==4'd8)? MASTER_ACK: 
													 state;
			MASTER_ACK:		 next_state = (mclk_counter==3'd6 && bit_counter==4'd0 && byte_count ==2'd1)? CONVERSION_REG:
							      (mclk_counter==3'd6 && bit_counter==4'd0 && byte_count ==2'd2)? STOP: 
															      state;
			STOP:			 next_state = (start && mclk_counter==3'd6 && bit_counter==4'd1)? START: 
														  state;
			ERROR:			 next_state = INITIAL;
			default: 		 next_state = INITIAL;
		endcase
	end
	always@(posedge clk)begin  
		if(reset)begin
			MSDA 		<= 1'b1;
			SCL 		<= 1'b1;
			mclk_counter	<= 3'd1;
			bit_counter 	<= 4'd0;
			APR_count 	<= 2'd0;
			byte_count 	<= 2'd0;
			CR_flag		<= 1'b0;
			read_notwrite	<= 1'b0;
			R_ADDR_Pointer	<= 1'b1;
			register_config <= 16'b1000_0100_1000_0011;
			slave_address	<= {7'b1001_000, read_notwrite};
		end
		else if(mod_clk && ~mod_clk0)begin
			case(next_state)
				INITIAL:begin
					MSDA 		<= 1'b1;
					SCL 		<= 1'b1;
					mclk_counter	<= 3'd1;
					bit_counter 	<= 4'd0;
					APR_count 	<= 2'd0;
					byte_count 	<= 2'd0;
					CR_flag		<= 1'b0;
					read_notwrite	<= 1'b0;
					R_ADDR_Pointer	<= 1'b1;
					slave_address	<= {7'b1001_000, read_notwrite};
					register_config <= 16'b1000_0100_1000_0011;
				end
				START:begin
					mclk_counter <= mclk_counter + 1'b1;
					if(mclk_counter==3'd1 && APR_count==2'd1)  
						R_ADDR_Pointer <= 1'b0;
					else if(mclk_counter==3'd1 && APR_count==2'd2)  
						read_notwrite  <= 1'b1;
					else if(mclk_counter==3'd2)
						MSDA 	       <= 1'b0;
					else if(mclk_counter==3'd4)
						SCL	       <= 1'b0;
					else begin
						slave_address  <= {7'b1001_000, read_notwrite};
						byte_count     <= 2'd0;
						bit_counter    <= 4'd0;
					end
				end
				TARGET_ADDRESS:begin
					if(mclk_counter==3'd6)begin
						bit_counter   <= bit_counter + 1'b1;
						mclk_counter  <= 3'd1;
						MSDA	      <= slave_address[7];
						slave_address <= {slave_address[6:0],slave_address[7]};
					end
					else if(mclk_counter==3'd2 || mclk_counter==3'd4)begin  
						mclk_counter  <= mclk_counter + 1'b1;
						SCL 	      <= ~SCL;
					end
					else
						mclk_counter  <= mclk_counter + 1'b1;
				end
				TARGET_ACK:begin
					if(mclk_counter==3'd6 && bit_counter==4'd8)begin
						bit_counter  <= 4'd0;
						mclk_counter <= 3'd1;
					end
					else if(mclk_counter==3'd2 || mclk_counter==3'd4)begin  
						mclk_counter <= mclk_counter + 1'b1;
						SCL 	     <= ~SCL;
					end
					else if(mclk_counter==3'd3)begin  
						mclk_counter <= mclk_counter + 1'b1;
						MSDA	     <= SDA;
					end
					else
						mclk_counter <= mclk_counter + 1'b1;
				end
				ADDRESS_POINT_REG:begin
					if(mclk_counter==3'd6 && ~(bit_counter==4'd7))begin
						MSDA 	     <= 1'b0;
						mclk_counter <= 3'd1;
						bit_counter  <= bit_counter + 1'b1;
					end
					else if(mclk_counter==3'd6 && bit_counter==4'd7)begin
						mclk_counter <= 1'b1;
						bit_counter  <= bit_counter + 1'b1;
						MSDA	     <= R_ADDR_Pointer;
						APR_count    <= APR_count + 1'b1;
					end
					else if(mclk_counter==3'd2 || mclk_counter==3'd4)begin  
						mclk_counter <= mclk_counter + 1'b1;
						SCL 	     <= ~SCL;
					end
					else
						mclk_counter <= mclk_counter + 1'b1;
				end
				CONVERSION_REG:begin
					if(mclk_counter==3'd6)begin
						mclk_counter <= 3'd1;
						bit_counter  <= bit_counter + 1'b1;
					end						
					else if(mclk_counter==3'd2 || mclk_counter==3'd4)begin  
						mclk_counter <= mclk_counter + 1'b1;
						SCL 	     <= ~SCL;
					end
					else if(mclk_counter==3'd3)begin
						mclk_counter <= mclk_counter + 1'b1;	
					end
					else
						mclk_counter <= mclk_counter + 1'b1;
				end
				MASTER_ACK:begin
					if(mclk_counter==3'd6 && bit_counter==4'd8)begin
						bit_counter  <= 4'd0;
						mclk_counter <= 3'd1;
						MSDA 	     <= 1'b0;
						byte_count   <= byte_count + 1'b1;
					end
					else if(mclk_counter==3'd2 || mclk_counter==3'd4)begin  
						mclk_counter <= mclk_counter + 1'b1;
						SCL 	     <= ~SCL;
					end
					else
						mclk_counter <= mclk_counter + 1'b1;
				end
				CONFIG_REGISTER:begin
					CR_flag	<= 1'b1;
					if(mclk_counter==3'd6 && byte_count==2'd1)begin
						mclk_counter 	<= 3'd1;
						MSDA		<= 1'b1;
					end
					else if(mclk_counter==3'd5 && (byte_count==2'd1 || (byte_count==2'd0 && bit_counter==4'd8)))begin
						byte_count	<= byte_count + 1'b1;
						mclk_counter	<= mclk_counter + 1'b1;
					end	
					else if(mclk_counter==3'd6)begin
						bit_counter 	<= bit_counter + 1'b1;
						mclk_counter 	<= 3'd1;
						MSDA 		<= register_config[15];
						register_config <= {register_config[14:0],register_config[15]};
					end
					else if((mclk_counter==3'd2 || mclk_counter==3'd4) && ~(byte_count==2'd1))begin  
						mclk_counter 	<= mclk_counter + 1'b1;
						SCL 		<= ~SCL;
					end
					else
						mclk_counter 	<= mclk_counter + 1'b1;
				end
				STOP:begin
					if(mclk_counter==3'd6)begin
						mclk_counter <= 3'd1;
						bit_counter  <= bit_counter + 1'b1;  
					end	
					else if(mclk_counter==3'd2)begin
						SCL 			 <= 1'b1;
						mclk_counter <= mclk_counter + 1'b1;
					end
					else if(mclk_counter==3'd4)begin
						MSDA 			 <= 1'b1;
						mclk_counter <= mclk_counter + 1'b1;
					end
					else
						mclk_counter <= mclk_counter + 1'b1;
				end
				ERROR:begin
					MSDA <= 1'b1;
					SCL  <= 1'b1;
				end
				default:begin
					mclk_counter 	<= 3'd1;
					bit_counter 	<= 4'd0;
					slave_address	<= {7'b1001_000, read_notwrite};
					register_config <= 16'b1000_0100_1000_0011;
				end
			endcase
		end
	end
endmodule

===== design/flow/run.sh =====
#!/bin/bash
# OpenROAD 26Q1-2900-gdf79404cd8, Yosys 0.63+post, stock flow scripts
make -C /OpenROAD-flow-scripts/flow DESIGN_CONFIG=/design/flow/config.mk WORK_HOME=/design/flow/orfs finish

===== design/flow/config.mk =====
export PLATFORM = sky130hd
export DESIGN_NAME = I2C_ADS1115
export DESIGN_NICKNAME = I2C_ADS1115
export VERILOG_FILES = /design/flow/design.v
export SDC_FILE = /design/flow/constraint.sdc
export NUM_CORES = 4
export LEC_CHECK = 1
export CORE_UTILIZATION = 40

===== design/flow/constraint.sdc =====
current_design I2C_ADS1115

set clk_period 10.7
set clk_io_pct 0.2

create_clock -name clk0 -period $clk_period [get_ports {clk}]

set non_clock_inputs [all_inputs -no_clocks]
set_input_delay [expr $clk_period * $clk_io_pct] -clock clk0 $non_clock_inputs
set_output_delay [expr $clk_period * $clk_io_pct] -clock clk0 [all_outputs]

==> results.ini <==
[yosys]
synth_top_cell_by_area=dfxtp_1
ys_seq_frac=0.322
syn-cell-area_mm2=0.00357
yosys_cells=433
edf_count=1
ys_async_sr_fraction=0
ys_ff=57
synth_top_area_share=0.314
ys_area_mm2=0.00357
synth_warnings=3
ys_top_cells_by_area=dfxtp_1, ha_1, a21oi_1, nor2_1, nand3_1
postSynthCellCount=433
ys_types=79
avgSynthCellArea_um2=8.25
synthFlopType=dfxtp_1

[clock_network]
postCtsSetupBuffers=0
cts_buffers=9
cts_hold_buf=0
clock-sinks=57
cts-root-buf=clkbuf_8
ctsResizeCount=0
cts-htree-levels=3
cts_buffer_depth=2

[die]
fp_util=0.412
fp.dieW_um=96.5
die_h_um=96.5
ioPinCount=9
num_rows=34

[status]
haltStage=4_1_cts
status=stopped before the end
tool.error=[error] [KeplerFormal.cpp:679] Workflow failed: Iso has multiple drivers: .SDA0, SDA$_SDFFE_PP1P_.Q0

[placement]
dp.final_hpwl_mm=5.68
io_buffer_count=7
place.gp.congestion=0.933

cell families after synthesis:
kind of cell / count (synthesis) / synth area share
DFF: 57 / 0.322
xor gates and xnor gates: 10 / 0.0245
and+or+nand+nor: 187 / 0.278
buffers and inverters: 44 / 0.0585
adders and majority gates: 16 / 0.0560
muxes: 4 / 0.0116
AOI/OAI and AO/OA: 115 / 0.249
synthesized netlist by cell type, types with 6 or more instances:
master    count
ha_1         16
a211oi_1      7
dfxtp_1      56
o21bai_1      6
a21oi_1      34
clkbuf_1     13
buf_2         9
nand3_1      32
nand2b_1     20
xor2_1        6
o21ai_0       7
nand4_1       6
nor2_1       43
nor3b_1       8
nand2_1      28
inv_1        15
nor3_1       14
per-stage QoR:
stage / std cells / setup WS (ns) / cell area, um^2
after floorplan: 433 / 5.23 / 3570
after global placement: 527 / 4.17 / 3670
after detailed placement: 527 / 4.17 / 3670
